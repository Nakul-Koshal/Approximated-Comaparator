### design/flow/constraint.sdc
current_design inexact_filter

set clk_period 19.6
set clk_io_pct 0.2

create_clock -name clk0 -period $clk_period [get_ports {clk}]

set non_clock_inputs [all_inputs -no_clocks]
set_input_delay [expr $clk_period * $clk_io_pct] -clock clk0 $non_clock_inputs
set_output_delay [expr $clk_period * $clk_io_pct] -clock clk0 [all_outputs]
### design/flow/design.v
`timescale 1ns / 1ps
module EC(
input H0,L0,EC_prev,H1,  
output EC_out,EC_next 
    );
wire w;  
assign w = ~(H0 | L0);
assign EC_next = (w & EC_prev);
assign EC_out = (EC_next & H1);
endmodule
`timescale 1ns / 1ps
module TBC(
input X0,X1,Y0,Y1,  
output H,L  
    );
assign H = ((X0) & (!Y1)) | (X1 & (!Y1)) | (X1 & (!Y0));
assign L = (!X1) & Y1;
endmodule
`timescale 1ns / 1ps
module TDS(
input [7:0]P0,P1,P2,
output [7:0]Min,Med,Max
    );
wire [20:0]w;
wire [5:0]EC_next;
wire [8:0]EC_out;
wire [2:0]mux_sel;
wire [7:0]Temp_max,Temp_min_1,Temp_min_2;
TBC TBC_1_MSB_67(.X0(P0[6]),.X1(P0[7]),.Y0(P1[6]),.Y1(P1[7]),.H(w[0]),.L(w[1]));
TBC TBC_1_BITS45(.X0(P0[4]),.X1(P0[5]),.Y0(P1[4]),.Y1(P1[5]),.H(w[2]),.L(w[3]));
TBC TBC_1_BITS23(.X0(P0[2]),.X1(P0[3]),.Y0(P1[2]),.Y1(P1[3]),.H(w[4]),.L(w[5]));
TBC TBC_1_LSB_01(.X0(P0[0]),.X1(P0[1]),.Y0(P1[0]),.Y1(P1[1]),.H(w[6]),.L());
EC EC_1_MSB_45(.H0(w[0]),.L0(w[1]),.EC_prev(1'b1),.H1(w[2]),.EC_next(EC_next[0]),.EC_out(EC_out[0]));
EC EC_1_BITS23(.H0(w[2]),.L0(w[3]),.EC_prev(EC_next[0]),.H1(w[4]),.EC_next(EC_next[1]),.EC_out(EC_out[1]));
EC EC_1_LSB_01(.H0(w[4]),.L0(w[5]),.EC_prev(EC_next[1]),.H1(w[6]),.EC_next(),.EC_out(EC_out[2]));
assign mux_sel[0] = EC_out[0] | EC_out[1] | EC_out[2] | w[0];  
mux8bit m_1_min(.sel(mux_sel[0]),.I1(P1),.I0(P0),.Y(Temp_min_1));
mux8bit m_1_max(.sel(mux_sel[0]),.I1(P0),.I0(P1),.Y(Temp_max));
TBC TBC_2_MSB_67(.X0(Temp_max[6]),.X1(Temp_max[7]),.Y0(P2[6]),.Y1(P2[7]),.H(w[7]),.L(w[8]));
TBC TBC_2_BITS45(.X0(Temp_max[4]),.X1(Temp_max[5]),.Y0(P2[4]),.Y1(P2[5]),.H(w[9]),.L(w[10]));
TBC TBC_2_BITS23(.X0(Temp_max[2]),.X1(Temp_max[3]),.Y0(P2[2]),.Y1(P2[3]),.H(w[11]),.L(w[12]));
TBC TBC_2_LSB_01(.X0(Temp_max[0]),.X1(Temp_max[1]),.Y0(P2[0]),.Y1(P2[1]),.H(w[13]),.L());
EC EC_2_MSB_45(.H0(w[7]),.L0(w[8]),.EC_prev(1'b1),.H1(w[9]),.EC_next(EC_next[2]),.EC_out(EC_out[3]));
EC EC_2_BITS23(.H0(w[9]),.L0(w[10]),.EC_prev(EC_next[2]),.H1(w[11]),.EC_next(EC_next[3]),.EC_out(EC_out[4]));
EC EC_2_LSB_01(.H0(w[11]),.L0(w[12]),.EC_prev(EC_next[3]),.H1(w[13]),.EC_next(),.EC_out(EC_out[5]));
assign mux_sel[1] = EC_out[3] | EC_out[4] | EC_out[5] | w[7];
mux8bit m_2_min(.sel(mux_sel[1]),.I1(P2),.I0(Temp_max),.Y(Temp_min_2));
mux8bit m_2_max(.sel(mux_sel[1]),.I1(Temp_max),.I0(P2),.Y(Max));  
TBC TBC_3_MSB_67(.X0(Temp_min_1[6]),.X1(Temp_min_1[7]),.Y0(Temp_min_2[6]),.Y1(Temp_min_2[7]),.H(w[14]),.L(w[15]));
TBC TBC_3_BITS45(.X0(Temp_min_1[4]),.X1(Temp_min_1[5]),.Y0(Temp_min_2[4]),.Y1(Temp_min_2[5]),.H(w[16]),.L(w[17]));
TBC TBC_3_BITS23(.X0(Temp_min_1[2]),.X1(Temp_min_1[3]),.Y0(Temp_min_2[2]),.Y1(Temp_min_2[3]),.H(w[18]),.L(w[19]));
TBC TBC_3_LSB_01(.X0(Temp_min_1[0]),.X1(Temp_min_1[1]),.Y0(Temp_min_2[0]),.Y1(Temp_min_2[1]),.H(w[20]),.L());
EC EC_3_MSB_45(.H0(w[14]),.L0(w[15]),.EC_prev(1'b1),.H1(w[16]),.EC_next(EC_next[4]),.EC_out(EC_out[6]));
EC EC_3_BITS23(.H0(w[16]),.L0(w[17]),.EC_prev(EC_next[4]),.H1(w[18]),.EC_next(EC_next[5]),.EC_out(EC_out[7]));
EC EC_3_LSB_01(.H0(w[18]),.L0(w[19]),.EC_prev(EC_next[5]),.H1(w[20]),.EC_next(),.EC_out(EC_out[8]));
assign mux_sel[2] = EC_out[6] | EC_out[7] | EC_out[8] | w[14];
mux8bit m_3_min(.sel(mux_sel[2]),.I1(Temp_min_2),.I0(Temp_min_1),.Y(Min));  
mux8bit m_3_max(.sel(mux_sel[2]),.I1(Temp_min_1),.I0(Temp_min_2),.Y(Med));  
endmodule
`timescale 1ns / 1ps
module inexact_filter
# (parameter COUNT= 256) 
(input [7:0] Pixel_in,
input  clk,
output [7:0] Median
);
    reg [7:0]  line_buff1 [COUNT-1:0];
    reg [7:0]  line_buff2 [COUNT-1:0];
    reg [7:0]  R1_Max,R1_Med,R1_Min,R2_Max,R2_Med,R2_Min,Buffer_reg;
    wire [7:0] Min,Max,Med,Last_Max,Last_Med,Last_Min;
    integer i;
    always @(posedge clk)begin
    Buffer_reg <= Pixel_in;
    end
    always @ (posedge clk)
    begin
    line_buff2[COUNT-1] <= Buffer_reg;
    line_buff1[COUNT-1] <= line_buff2[0];
    for ( i=0 ; i<COUNT-1; i=i+1 )
        line_buff2[i] <= line_buff2[i+1];
    for ( i=0 ; i<COUNT-1; i=i+1 )
         line_buff1[i] <= line_buff1[i+1];
    end 
    TDS tds1_1(.P0(line_buff1[0]),.P1(line_buff2[0]),.P2(Buffer_reg),.Min(Min),.Max(Max),.Med(Med));
    always @(posedge clk) begin
    R1_Max <= Max;
    R1_Med <= Med;
    R1_Min <= Min;
    end
    always @(posedge clk) begin
    R2_Max <= R1_Max;
    R2_Med <= R1_Med;
    R2_Min <= R1_Min;
    end
    TDS tds2_1(.P0(Max),.P1(R1_Max),.P2(R2_Max),.Min(Last_Min),.Max(),.Med());
    TDS tds2_2(.P0(Med),.P1(R1_Med),.P2(R2_Med),.Min(),.Max(),.Med(Last_Med));
    TDS tds2_3(.P0(Min),.P1(R1_Min),.P2(R2_Min),.Min(),.Max(Last_Max),.Med());
    TDS tds_f(.P0(Last_Min),.P1(Last_Med),.P2(Last_Max),.Min(),.Max(),.Med(Median));
    endmodule
`timescale 1ns / 1ps
module mux8bit(
input sel,
input [7:0]I1,I0,
output [7:0]Y
    );
assign Y = sel ? I1 : I0;
endmodule
### design/flow/config.mk
export PLATFORM = sky130hd
export DESIGN_NAME = inexact_filter
export DESIGN_NICKNAME = inexact_filter
export VERILOG_FILES = /design/flow/design.v
export SDC_FILE = /design/flow/constraint.sdc
export NUM_CORES = 4
export LEC_CHECK = 1
export CORE_UTILIZATION = 40
### design/flow/run.sh
#!/bin/bash
# OpenROAD 26Q1-2900-gdf79404cd8, Yosys 0.63+post, stock flow scripts
make -C /OpenROAD-flow-scripts/flow DESIGN_CONFIG=/design/flow/config.mk WORK_HOME=/design/flow/orfs finish
==> flow_summary.toml <==
# synthesis and place-and-route metrics
[worst_setup_path]
critPathRequiredTime_ps = 15680
critPathMostFrequentCell = "mux2i_1"
worstPathMaxFanout = 31
cp_top_family = "AND-OR/OR-AND gates"
start_kind = "register"
cp.arrival_ps = 11260
crit_buf_inv = 3
max_stage_delay_ps = 720
crit_slowest_cell = "or3b_1"
endpoint_kind = "primary output"
critPathKind = "register to primary output"

[timing]
setup_viol = 0
hold_viol_final = 0
period_used_pct = 77.46
holdWs_ps = 276.9
tightest_slew_ps = 826.2
slew_headroom_pct = 44.92
skew_ps = 66.57
tns_ps = 0
period_needed_ps = 15180
drv_slew = 0
rsz0062_at_grt = "false"
fmax_mhz = 65.87

[grt]
grtUsageTotal_pct = 10.74
grt_max_degree = 32
gr-total-overflow = 0
grt_first_pass_wirelength_um = 185800
antenna_found_initial = 7
grt_pass1_vias = 34080

[status]
status = "finished, final reports clean"

[floorplanning]
die_area_mm2 = 0.2234
placementRows = 172
fp_util_pct = 40.28
coreArea_mm2 = 0.2199
io_pins = 17
dieHeight_um = 472.6
die_w_um = 472.6

[cts]
cts_tree = "yes"
numCtsBuffers = 385
cts.sinks = 4152
root_buffer = "clkbuf_16"
post_cts_buffers = 0
cts_htree_levels = 5
holdBufCountCts = 0
ctsLongestPathBuffers = 4
path_clk_slew_ps = 60
clock.latency.late_pin_ps = 930
ctsResizeCount = 0

[logic_synthesis]
ff_type = "dfxtp_1"
synth.yosys.warnings = 5
synth_stat.cells = 5008
synth-edff-count = 0
syn_area_mm2 = 0.08859
ys_seq_share_pct = 93.83
yosysChipArea_mm2 = 0.08859
netlist_instances = 5008
synth_area_per_cell_um2 = 17.69
ys_async_sr_fraction_pct = 0
ys_types = 103
ys_ff = 4152

[route]
drc = 0
vias_per_cell = 3.922
postRouteAntennaNets = 0
drt_iter0_drc = 1387
wirelength_um = 111400
post_drt_wl_per_cell_um = 12.93
drt_first_pass_iters = 5
via_count = 33800

[power]
powerDensity_mw_per_mm2 = 150.5
ir_worst_vdd_mv = 0.1082
p_leak_nw = 41.77

[cells_and_area]
area_growth_pct = 18.21
utilization_pct = 47.61
postLayoutCellArea_mm2 = 0.1047
layout-drive-gt1-share_pct = 12.17
n_fill_cell = 18130
reg.largest.list = "line_buff1 (2048), line_buff2 (2048)"

[placed_design]
placed_area_mm2 = 0.09231
gp_congestion = 0.8126
port-buffer-count = 16
hpwl_um = 55000

[hold_path]
worstHoldPathType = "register to register"

[run]
cap_violations = 0
warning_count = 26
-- placed cells by master (no fill, tap or decap), types with 9 or more instances in the layout --
cell type,instances
dfxtp_1,4152
clkbuf_16,388
clkbuf_8,100
nand2_1,87
nor2_1,81
clkbuf_1,74
a21oi_1,63
o21ai_0,62
clkinv_2,62
inv_1,43
mux2i_1,40
nor3_1,36
nand3_1,29
mux2_2,19
o211ai_1,18
buf_4,17
o22ai_1,16
clkdlybuf4s50_1,16
a31oi_1,15
and2_1,14
bufinv_16,14
a211oi_1,13
o21ai_1,12
nand4_1,11
nand2b_1,10
a221oi_1,10
o21a_1,10
or2_2,9
a22oi_1,9
-- logic make-up after synthesis --
| group | share of synthesized area, % |
|---|---|
| flops | 93.83 |
| compound gates | 3.021 |
| simple gates | 1.853 |
| buf+inv | 0.4943 |
| mux | 0.7754 |
| xor+xnor | 0.01978 |
| fa+ha+maj | 0.01130 |
-- metal layers --
metal / track usage [%] / up-vias / wire (µm)
met3: 2.462 / 335 / 5577
met2: 13.24 / 602 / 41600
li1: - / 16920 / -
met1: 18.92 / 15940 / 60050
met4: 4.152 / 0 / 4219
met5: 0 / - / 0
-- final cells by class --
type | instances | area, µm² | area share [%]
Antenna cell | 4 | 10.01 | 0.009558
Inverter | 46 | 172.7 | 0.1649
Clock inverter | 105 | 1036 | 0.9893
Sequential cell | 4152 | 83120 | 79.37
Tap cell | 2958 | 3701 | 3.534
Multi-Input combinational cell | 757 | 5032 | 4.805
Clock buffer | 562 | 11360 | 10.85
Timing Repair Buffer | 33 | 287.8 | 0.2748
-- synth_stat cells (10+ instances only) --
cell,number,share of area [%]
and2_1,14,0.099
dfxtp_1,4152,94
nor3_1,36,0.20
mux2i_1,40,0.45
buf_2,14,0.079
o211ai_1,18,0.15
a211oi_1,13,0.11
nor2_1,81,0.34
inv_1,43,0.18
o22ai_1,16,0.11
nand3_1,29,0.16
o21ai_0,62,0.35
nand4_1,11,0.078
mux2_2,19,0.24
a31oi_1,15,0.11
o21a_1,10,0.085
o21ai_1,12,0.068
a221oi_1,10,0.099
a21oi_1,63,0.36
clkbuf_1,28,0.12
nand2b_1,10,0.071
nand2_1,87,0.37
-- through the flow --
stage	instances	setup WS (ps)	total power [mW]
after global placement	7946	5324	8.878
after global routing	8614	3598	16.36
after CTS	8613	4315	15.99
after detailed placement	7946	5346	8.873
after floorplan	5008	8626	8.801
final	8617	4418	15.76
-- where the power goes --
part	internal [mW]	switching, mW
Combinational	0.0711	0.106
Clock	4.19	2.88
Sequential	8.49	0.0221
Total	12.8	3.01
-- final timing paths --
path / from / end / slack [ps] / cells past startpoint
worst max-delay path: line_buff2[0][5] / Median[1] / 4420 / 28
worst min-delay path: line_buff2[24][3] / line_buff2[23][3] / 280 / 0
worst max register to register: line_buff1[0][5] / R1_Min[0] / 15050 / 11
worst min register to register: line_buff2[24][3] / line_buff2[23][3] / 280 / 0
Power is estimated from default activity; no workload was simulated.
